==> ./design.v <==
module MIPSregister_32b(sadd1, sadd2, dadd, data, wen, wen_4, wen_3, wen_2, wen_1, clk, sdata1, sdata2);
	input [4:0] sadd1;
	input [4:0] sadd2;
	input [4:0] dadd;
	input [31:0] data;
	input wen;
	input wen_4;
	input wen_3;
	input wen_2;
	input wen_1;
	input clk;
	output [31:0] sdata1;
	output [31:0] sdata2;
	reg [31:0] mem[31:0];
	always @(posedge clk)
	begin
		if(wen == 1 && dadd != 0)
		begin
			if(wen_4 == 1)
				mem[dadd][31:24] <= data[31:24];
			if(wen_3 == 1)
				mem[dadd][23:16] <= data[23:16];
			if(wen_2 == 1)
				mem[dadd][15:8] <= data[15:8];
			if(wen_1 == 1)
				mem[dadd][7:0] <= data[7:0];
		end
	end	
	assign sdata1 = mem[sadd1];
	assign sdata2 = mem[sadd2];		
endmodule	
module Reg(clk, signal, data, q);
	input clk, signal;
	input [31:0] data;
	output reg [31:0] q;
	always@(posedge clk)
	begin
		if(signal == 1)
			q <= data;
		else
			q <= q;
	end
endmodule
==> ./run.sh <==
#!/bin/bash
# OpenROAD 26Q1-2900-gdf79404cd8, Yosys 0.63+post, stock flow scripts
make -C /OpenROAD-flow-scripts/flow DESIGN_CONFIG=/design/flow/config.mk WORK_HOME=/design/flow/orfs finish
==> ./config.mk <==
export PLATFORM = sky130hd
export DESIGN_NAME = MIPSregister_32b
export DESIGN_NICKNAME = MIPSregister_32b
export VERILOG_FILES = /design/flow/design.v
export SDC_FILE = /design/flow/constraint.sdc
export NUM_CORES = 4
export LEC_CHECK = 1
export CORE_UTILIZATION = 50
==> ./constraint.sdc <==
current_design MIPSregister_32b

set clk_period 8.3
set clk_io_pct 0.2

create_clock -name clk0 -period $clk_period [get_ports {clk}]

set non_clock_inputs [all_inputs -no_clocks]
set_input_delay [expr $clk_period * $clk_io_pct] -clock clk0 $non_clock_inputs
set_output_delay [expr $clk_period * $clk_io_pct] -clock clk0 [all_outputs]
==> results.toml <==
# generated from flow reports
[worst_setup_path]
worstSetupStartpointType = "primary input"
crit_slowest_cell = "and2_4"
endpoint_kind = "output pin"
required_ns = 6.64
critPathMaxStageDelay_ns = 0.65
worstPathCellList = "clkdlybuf4s50_1 > and2_4 > buf_4 > a22o_1 > nor3_1 > a31oi_1 > nand3_1 > clkdlybuf4s50_1"
path_buffers = 3
crit_fanout = 38
crit_type = "primary input to output pin"
crit_family = "buffers and inverters"
cp_data_arrival_time_ns = 4.93
cp_common_cell = "clkdlybuf4s50_1"
crit_start = "sadd1[2]"

[clock_tree]
clkSlewWorstSetupHoldPaths_ns = 0.06
cts_sinks = 1024
clockRootBuffer = "clkbuf_16"
cts_tree = "built"
cts_max_level = 3
clk_path_buf_depth = 3
post_cts_resized = 0
numCtsBuffers = 108
hold_buffers = 0
cts_setup_buffers = 0

[yosys]
yosys.cell_types.count = 25
synth_area_mm2 = 0.04934
synthTopCellsByArea = "edfxtp_1 62%, mux2i_1 21%, a22oi_1 2.9%, a22o_1 2.3%, a21oi_1 1.9%"
synth_warnings = 1
synth_cells = 3529
yosys_cells = 3529
yosysSeqAreaShare_pct = 62.33
top_area_cell = "edfxtp_1"
yosysTopAreaCellShare_pct = 62.33
syn_area_per_cell_um2 = 13.98
ys_area_mm2 = 0.04934
synth_flops = 1024

[layout]
post_layout_nonfiller_instances = 5091
regArea_mm2 = 0.03075
largest_reg_flops = 1024
drive_above_1_share_pct = 9.916
fill_cells = 7344
top_regs = "mem (1024)"
largest-register = "mem"
syn2layout_area_growth_pct = 13.58
stdcell_area_mm2 = 0.05604
combGateArea_mm2 = 0.01714

[sta]
fmax_mhz = 151.7
finalSetupViolCount = 0
hold_viol = 0
period_used_pct = 79.42
tightestPinTransition_ns = 1.021
slew_viol_final = 0
rsz0062_at_grt = "no"
fin_setup_tns_ns = 0
setup_ws_ns = 1.708
final.min_clock_period_ns = 6.592
relSlewSlack_pct = 31.69

[drt]
vias = 31960
drt_iter0_markers = 2255
drc_errors = 0
viasPerCell = 6.277
wire_per_inst_um = 28.46
wl_um = 144900
drtAntennaViolNets = 0
drt-pass1-iter-count = 6

[outcome]
run_status = "finished, final reports clean"

[pwr]
p_comb_share_pct = 8.7
switchingPower_mw = 2.599
powerDensity_mw_per_mm2 = 208.8
p_clk_share_pct = 42.1
p_leak_nw = 20.98
power.total_mw = 11.70
switching_share_pct = 22.22
ir_worst_vdd_uv = 182.3
p_seq_share_pct = 49.2
p_int_mw = 9.100

[flow_run]
drv_cap = 0
warnings = 26

[grt]
grt_max_degree = 96
grt_overflow = 0
grt.total_usage_pct = 31.82
grt_pass1_vias = 33300
grt_pass1_wl_um = 210200
antenna_found_initial = 5

[worst_hold_path]
worstHoldEndpoint = "mem[25][11]$_DFFE_PP_"
min_path_type = "primary input to flip-flop"
min_path_cells = 2
hp-start = "data[11]"

[place]
place_area_mm2 = 0.05240
place_congestion = 0.9097
port_buffers = 116
pre_cts_slack_ns = 1.846
place.detailed.hpwl_um = 83610
place_inst = 4888

[die]
core-area_mm2 = 0.09728
rows = 114
io_pins = 117
fp_util_pct = 50.72
die_height_um = 316.1
dieWidth_um = 316.1
chipArea_mm2 = 0.09994
Yosys cell counts, drive strengths merged:
| master | count |
|---|---|
| a21boi | 1 |
| a21oi | 192 |
| a22o | 128 |
| a22oi | 192 |
| a31oi | 64 |
| and2 | 3 |
| and3 | 1 |
| and3b | 2 |
| buf | 188 |
| clkbuf | 79 |
| conb | 1 |
| edfxtp | 1024 |
| mux2i | 1024 |
| nand2 | 230 |
| nand2b | 4 |
| nand3 | 192 |
| nor2 | 128 |
| nor2b | 6 |
| nor3 | 65 |
| nor3b | 3 |
| or2 | 2 |
cells in the final DEF, fill, tap and decap left out, types with 3 or more instances in the layout:
cell             netlist  final
a21oi_1              192    192
clkdlybuf4s50_1        0    114
nor2b_4                0      4
a22oi_1              192    192
nand2b_2               0      4
buf_12                 0     18
buf_4                 50    185
clkbuf_16              0    113
a31oi_1               64     64
nand2_1              230    228
edfxtp_1            1024   1024
diode_2                0      3
clkinv_1               0     23
nor3b_1                3      3
clkinvlp_4             0      5
clkbuf_1              75     20
nor2_1               128    126
mux2i_1             1024   1024
conb_1                 1     32
nor3_1                65     65
nand3_1              192    192
a22o_1               128    128
clkinv_2               0     22
bufinv_16              0     16
power by group through the flow:
stage / combinational [mW] / sequential, mW / clock, mW
4_1_cts: 1.02 / 5.76 / 4.99
6_report: 1.02 / 5.76 / 4.92
5_1_grt: 1.09 / 5.76 / 5.18
layout make-up:
class | instances | area share [%]
Sequential cell | 1024 | 54.87
Multi-Input combinational cell | 2269 | 30.58
Timing Repair Buffer | 319 | 5.211
Clock buffer | 133 | 5.180
Tap cell | 1276 | 2.849
Clock inverter | 67 | 1.291
Antenna cell | 3 | 0.01340
worst max-delay path by stage:
stage	end	slack, ns	depth (start not counted)
after global routing	sdata1[8]	1.65	8
after CTS	sdata1[8]	1.83	8
final	sdata1[8]	1.71	8
cell families (layout without fill, tap and decap cells):
group                  after synthesis  after routing  synth area share (%)
other                                1             35              0.007601
AND-OR/OR-AND                      577            577                 7.968
flip-flops                        1024           1024                 62.33
AND/OR/NAND/NOR                    636            636                 5.615
buffers and inverters              267            519                 3.310
multiplexers                      1024           1024                 20.78
metal layers:
layer / track usage (%) / routed length [um] / share of wire (%) / vias to the layer above
met3: 21.52 / 22980 / 16 / 308
met5: 3.788 / 572 / 0.39 / -
met2: 44.74 / 64630 / 45 / 1969
met4: 9.585 / 5620 / 3.9 / 18
met1: 41.60 / 51110 / 35 / 15490
li1: - / - / - / 14180
per-stage QoR:
step	hold WS, ns	util [%]
after CTS	1.767	57.60
after detailed placement	2.489	53.87
final	1.798	57.60
after global routing	1.806	57.60
after global placement	2.485	53.87
after floorplan	1.759	-
Power and IR drop assume default switching activity.
