<file path="flow/config.mk">
export PLATFORM = sky130hd
export DESIGN_NAME = regID_EX
export DESIGN_NICKNAME = regID_EX
export VERILOG_FILES = /design/flow/design.v
export SDC_FILE = /design/flow/constraint.sdc
export NUM_CORES = 4
export LEC_CHECK = 1
export CORE_AREA = 10 10 165 165
export DIE_AREA = 0 0 175 175
</file>
<file path="flow/constraint.sdc">
current_design regID_EX

set clk_period 1.0
set clk_io_pct 0.2

create_clock -name clk0 -period $clk_period [get_ports {clk}]

set non_clock_inputs [all_inputs -no_clocks]
set_input_delay [expr $clk_period * $clk_io_pct] -clock clk0 $non_clock_inputs
set_output_delay [expr $clk_period * $clk_io_pct] -clock clk0 [all_outputs]
</file>
<file path="flow/design.v">
module regID_EX
(
	input clk,
	input clr,
	input [31:0]newPC,
	input [31:0]busA,
	input [31:0]busB,
	input [31:0]Inst,
	input ExtOp,
	input ALUSrc,
	input [3:0]ALUop,
	input RegDst,
	input MemWr,
	input RegWr,
	input RegWr_4,RegWr_3,RegWr_2,RegWr_1, 
	input MemtoReg,
	input Branch,
	input Jump,
	input l_r, 
	input lorr,
	input [4:0]shift,
	input OVSel,
	output reg[31:0]newPC_f,
	output reg[31:0]busA_f,
	output reg[31:0]busB_f,
	output reg[31:0]Inst_f,
	output reg ExtOp_f,
	output reg ALUSrc_f,
	output reg [3:0]ALUop_f,
	output reg RegDst_f,
	output reg MemWr_f,
	output reg RegWr_f,
	output reg RegWr_4f,RegWr_3f,RegWr_2f,RegWr_1f, 
	output reg MemtoReg_f,
	output reg Branch_f,
	output reg Jump_f,
	output reg l_rf, 
	output reg lorr_f,
	output reg [4:0]shift_f,
	output reg OVSel_f
);
always@(posedge clk)
begin
	busA_f = busA;
	busB_f = busB;
	Inst_f = Inst;
	newPC_f = newPC;
	ExtOp_f = ExtOp;
	ALUSrc_f = ALUSrc;
	ALUop_f = ALUop;
	RegDst_f = RegDst;
	MemWr_f = MemWr;
	RegWr_f = RegWr;
	RegWr_4f = RegWr_4;
	RegWr_3f = RegWr_3;
	RegWr_2f = RegWr_2;
	RegWr_1f = RegWr_1;
	MemtoReg_f = MemtoReg;
	Branch_f = Branch;
	Jump_f = Jump;
	l_rf = l_r;
	lorr_f = lorr;
	shift_f = shift;
	OVSel_f = OVSel;
	if(clr == 1)
	begin
		busA_f = 0;
		busB_f = 0;
		Inst_f = 0;
		newPC_f = 0;
		ExtOp_f = 0;
		ALUSrc_f = 0;
		ALUop_f = 0;
		RegDst_f = 0;
		MemWr_f = 0;
		RegWr_f = 0;
		RegWr_4f = 0;
		RegWr_3f = 0;
		RegWr_2f = 0;
		RegWr_1f = 0;
		MemtoReg_f = 0;
		Branch_f = 0;
		Jump_f = 0;
		l_rf = 0;
		lorr_f = 0;
		shift_f = 0;
		OVSel_f = 0;
	end
end
endmodule
</file>
<file path="flow/run.sh">
#!/bin/bash
# OpenROAD 26Q1-2900-gdf79404cd8, Yosys 0.63+post, stock flow scripts
make -C /OpenROAD-flow-scripts/flow DESIGN_CONFIG=/design/flow/config.mk WORK_HOME=/design/flow/orfs finish
</file>
==> qor.csv <==
metric;value;unit
status;finished, violations left;
violations;negative setup slack;
critPathLaunchType;register;
cts-root-buf;clkbuf_16;
numCtsBuffers;17;
clkTransAtPathRegs;0.07;ns
areaGrowthSynthToFinish;83.3;%
worst_pin_slew;0.181;ns
dpl.hpwl;12.0;mm
initCoreUtil;17.4;%
setup_viol;132;
max_freq;946;MHz
ir_drop;901;uV
grt_start_max_net_pins;35;
cp_cell_sequence;buf_2;
fillCellCount;2490;
core_area;23500;sq um
drive_above_1_share;34.2;%
cp_top_family;flip-flops;
leakagePower;3.31;nW
routedWlPerCell;15.3;microns
warnings;27;
fin_crit;1.06;ns
cp_max_fo;1;
grtUsageTotal;9.38;%
drc;0;
maxCapViolCount;0;
drtIter0Drc;79;
hold_viol_final;0;
finalPower;13.9;mW
wirelength;14.9;mm
syn_area;4090;sq um
yosysUniqueCellTypes;4;
rsz0062_at_grt;yes;
placed_cell_area;7630;sq um
p_per_area;1850;nW/um^2
critPathMaxStageDelay;0.33;ns
antenna_found_initial;0;
lay_top_cells;nor2b_1, clkdlybuf4s50_1, buf_2, dfxtp_1, dfxtp_2;
path_class;reg -> out;
cts.htree.levels;4;
yosys.stat.seqShare;74.3;%
firstDrtPassIters;4;
die_w;175;microns
grt_pass1_vias;3491;
relSlewSlack;87.9;%
pre_cts_ws;-0.0514;ns
synth.avg_cell_area;12.8;sq um
yosys_area;4090;sq um
design_area;7500;sq um
antenna_cells;0;
cp_data_arrival_time;0.86;ns
worstHoldPathType;in -> reg;
netlist_instances;320;
viasPerCell;3.33;
postCtsSetupBuffers;0;
setup_slack;-0.0573;ns
worstPathRequired;0.80;ns
ys_ff;152;
die_h;175;microns
io_buffers;305;
final_core_util;31.9;%
yosys_warnings;1;
ios;306;
cts_tree;yes;
vias;3258;
dieArea;30600;sq um
critPathBufInv;1;
worst_setup_path_end_kind;output pin;
postRouteAntennaNets;0;
fin_crit_sh;106;%
grt_first_pass_wirelength;21.9;mm
overflow;0;
slowest_stage;dfxtp_2;
place_congestion;0.776;
rows;56;
numClockSinks;152;
yosys_cells;320;
clock_path_buffers;2;
drv_slew;0;
-- worst paths after layout --
kind  startpoint  cells after the start    endpoint  slack, ns
max   Inst_f[21]                      1  Inst_f[21]      -0.06
min          clr                      3  Inst_f[17]       0.19
-- where the power goes --
group	leakage, nW	switching [mW]	internal, mW
sequential	1.27	0.0693	6.39
clock	0.267	2.64	3.52
combinational	1.77	0.335	0.946
-- kinds of logic after synthesis --
family                 synth area share [%]
flip-flops                             74.3
AND/OR/NAND/NOR                        23.2
buffers and inverters                  2.45
-- stage by stage --
stage	TNS, ns	hold WS (ns)	instances
floorplan	0	0.328	320
global placement	-0.356	0.626	945
detailed placement	-0.319	0.631	945
CTS	-6.77	0.167	977
global route	-9.56	0.181	977
finish	-1.76	0.194	977
-- layout make-up --
class                           instances  area (sq um)  share of cell area (%)
Sequential cell                       152          3070                    41.0
Timing Repair Buffer                  322          2520                    33.6
Multi-Input combinational cell        152           951                    12.7
Clock buffer                           19           443                    5.90
Tap cell                              319           399                    5.32
Clock inverter                         13           119                    1.58
-- layer usage --
| metal | wire length (microns) | vias to the layer above | GRT usage [%] | part of all wire (%) |
|---|---|---|---|---|
| li1 | - | 1616 | - | - |
| met1 | 6090 | 1420 | 11.0 | 41 |
| met2 | 6320 | 214 | 14.2 | 42 |
| met3 | 2350 | 8 | 6.72 | 16 |
| met4 | 141 | 0 | 1.02 | 0.95 |
| met5 | 0 | - | 0 | 0 |
-- state kept, by name, summed over array words and instances (netlist names) --
register	count
MemtoReg_f	1
ExtOp_f	1
lorr_f	1
RegDst_f	1
Inst_f	32
OVSel_f	1
RegWr_1f	1
newPC_f	32
l_rf	1
MemWr_f	1
busB_f	32
Branch_f	1
RegWr_f	1
busA_f	32
RegWr_4f	1
RegWr_2f	1
Jump_f	1
RegWr_3f	1
ALUSrc_f	1
shift_f	5
ALUop_f	4
-- synth_stat cells --
cell | n | area (sq um)
buf_2 | 8 | 40.0
buf_4 | 8 | 60.1
dfxtp_1 | 152 | 3040
nor2b_1 | 152 | 951
-- timing repair --
item | in CTS | in global routing
hold buffers | 0 | 0
gates resized | 500 | 24
setup endpoints to repair | 152 | 152
pin swaps | 0 | 0
Power and IR drop assume default switching activity.
