==> ./design.v <==
module Cache(clk, addr, data, we, RAM_out, q);
	input [31:0] addr;
	input [31:0] data;
	input we, clk;
	input [31: 0]RAM_out;
	output [31:0] q;
	reg [7:0] cache_ram[2**5 - 1: 0];  
	reg [29: 0] block[2**3 - 1: 0]; 
	reg [4: 0]cache_addr;
	initial
	begin
		integer i;
		for (i = 0; i < 2**3 - 1; i = i + 1)
			block[i] <= 32'hffffffff;
	end
	always @ (posedge clk)
	begin
		cache_addr <= addr[4: 0];
		if (addr[31: 2] == block[cache_addr[4: 2]])  
		begin
			if (we)  
			begin
				cache_ram[cache_addr] <= data[7: 0];
				cache_ram[cache_addr + 1] <= data[15: 8];
				cache_ram[cache_addr + 2] <= data[23: 16];
				cache_ram[cache_addr + 3] <= data[31: 24];
			end
		end
		else
		begin
			block[cache_addr[4: 2]] <= addr[31: 2];
			cache_ram[cache_addr] <= RAM_out[7: 0];
			cache_ram[cache_addr + 1] <= RAM_out[15: 8];
			cache_ram[cache_addr + 2] <= RAM_out[23: 16];
			cache_ram[cache_addr + 3] <= RAM_out[31: 24];
		end
	end
	assign q = {cache_ram[cache_addr + 3], cache_ram[cache_addr + 2], cache_ram[cache_addr + 1], cache_ram[cache_addr]};
endmodule
module Cache_RAM(clk, addr, data, we, q);
	input [31:0] addr;
	input [31:0] data;
	input we, clk;
	output [31:0] q;
	wire [31: 0]RAM_out;
	RAM DataRAM(.clk(clk), .addr(addr), .data(data), .we(we), .q(RAM_out));
	Cache DataCache(.clk(clk), .addr(addr), .data(data), .we(we), .RAM_out(RAM_out), .q(q));
endmodule
module RAM(clk, addr, data, we, q);
	input [31:0] addr;
	input [31:0] data;
	input we, clk;
	output [31:0] q;
	reg [7:0] ram[2**8-1:0];
	integer i;
	initial
	begin
		for (i = 136; i< 256; i = i +1)
			ram[i] = 0;
		{ram[3], ram[2], ram[1], ram[0]}     = 32'b00100000000000010000000000000011;  
		{ram[7], ram[6], ram[5], ram[4]}     = 32'b00100000000000100000000000000101;  
		{ram[11], ram[10], ram[9], ram[8]}   = 32'b00100000000000110000000000000111;  
		{ram[15], ram[14], ram[13], ram[12]} = 32'b00100000000011000000000000000010;  
		{ram[19], ram[18], ram[17], ram[16]} = 32'b00100000000011011111111111111111;  
		{ram[23], ram[22], ram[21], ram[20]} = 32'b00000000000011010010000001000011;  
		{ram[27], ram[26], ram[25], ram[24]} = 32'b00100000000011100000000000011011; 
		{ram[31], ram[30], ram[29], ram[28]} = 32'b00100000000011110000000000011000; 
		{ram[35], ram[34], ram[33], ram[32]} = 32'b00000001110011010011100000000100; 
		{ram[39], ram[38], ram[37], ram[36]} = 32'b00000001111000010100000000000100; 
		{ram[43], ram[42], ram[41], ram[40]} = 32'b00000000001001000010100000100001; 
		{ram[47], ram[46], ram[45], ram[44]} = 32'b00000000000001010010100000100001; 
		{ram[51], ram[50], ram[49], ram[48]} = 32'b00000000001001000011000000100000; 
		{ram[55], ram[54], ram[53], ram[52]} = 32'b00000000000001100011000000100001; 
		{ram[59], ram[58], ram[57], ram[56]} = 32'b00100000001001010000000000000100; 
		{ram[63], ram[62], ram[61], ram[60]} = 32'b00100100001001010000000000001000; 
		{ram[67], ram[66], ram[65], ram[64]} = 32'b00000000000001110010100000100010; 
		{ram[71], ram[70], ram[69], ram[68]} = 32'b00000000010000010010100000100011; 
		{ram[75], ram[74], ram[73], ram[72]} = 32'b01110000111000000100100000100001; 
		{ram[79], ram[78], ram[77], ram[76]} = 32'b01110001000000000101000000100000; 
		{ram[83], ram[82], ram[81], ram[80]} = 32'b00000000100001110110000000101010; 
		{ram[87], ram[86], ram[85], ram[84]} = 32'b00000000100001110110000000101011; 
		{ram[91], ram[90], ram[89], ram[88]} = 32'b00101000001011001111111111111100; 
		{ram[95], ram[94], ram[93], ram[92]} = 32'b00101100001011001111111111111100; 
		{ram[99], ram[98], ram[97], ram[96]} = 32'b00000000100010000101100000100111; 
		{ram[103], ram[102], ram[101], ram[100]} = 32'b00111000100011001111111111111100; 
		{ram[107], ram[106], ram[105], ram[104]} = 32'b00000000011001000010100000000100;  
		{ram[111], ram[110], ram[109], ram[108]} = 32'b00000000000001110010110100000011;  
		{ram[115], ram[114], ram[113], ram[112]} = 32'b10001100000001010000000000000100; 
		{ram[119], ram[118], ram[117], ram[116]} = 32'b10101100000001100000000001011000; 
		{ram[123], ram[122], ram[121], ram[120]} = 32'b10001000000010100000000000100010; 
		{ram[127], ram[126], ram[125], ram[124]} = 32'b10011000000010100000000000001001; 
		{ram[131], ram[130], ram[129], ram[128]} = 32'b00011001101000001111111111111110; 
		{ram[135], ram[134], ram[133], ram[132]} = 32'b00000000000000000000000000000000; 
	end
	always @ (posedge clk)
	begin
		if(we == 1)
		begin
			ram[addr+3] <= data[31:24];
			ram[addr+2] <= data[23:16];
			ram[addr+1] <= data[15:8];
			ram[addr] <= data[7:0];
		end				
	end	
	assign q = {ram[addr+3], ram[addr+2], ram[addr+1], ram[addr]};
endmodule
==> ./run.sh <==
#!/bin/bash
# OpenROAD 26Q1-2900-gdf79404cd8, Yosys 0.63+post, stock flow scripts
make -C /OpenROAD-flow-scripts/flow DESIGN_CONFIG=/design/flow/config.mk WORK_HOME=/design/flow/orfs finish
==> ./config.mk <==
export PLATFORM = sky130hd
export DESIGN_NAME = Cache_RAM
export DESIGN_NICKNAME = Cache_RAM
export VERILOG_FILES = /design/flow/design.v
export SDC_FILE = /design/flow/constraint.sdc
export NUM_CORES = 4
export LEC_CHECK = 1
export CORE_UTILIZATION = 40
==> ./constraint.sdc <==
current_design Cache_RAM

set clk_period 53.5
set clk_io_pct 0.2

create_clock -name clk0 -period $clk_period [get_ports {clk}]

set non_clock_inputs [all_inputs -no_clocks]
set_input_delay [expr $clk_period * $clk_io_pct] -clock clk0 $non_clock_inputs
set_output_delay [expr $clk_period * $clk_io_pct] -clock clk0 [all_outputs]
==> impl_metrics.toml <==
# implementation run metrics
[run_status]
status = "finished clean"

[floorplan]
ios = 98
core_sq_mm = 0.582
core_util_floorplan_pct = 40.2
rows = 280
fp.dieH_um = 766
dieWidth_um = 766
chipArea_sq_mm = 0.587

[timing]
period_needed_ns = 19.53
hold-worst-slack_ns = 1.45
rsz0062_at_grt = "false"
final-setup-viol-count = 0
setup_ws_ns = 33.97
slew_violations = 0
worst_clock_skew_ns = 0.0664
tns_ns = 0
period_used_pct = 36.5
report.final.hold_viol_count = 0
tightest_slew_ns = 1.46
max_freq_ghz = 0.0512
relSlewSlack_pct = 0.131

[power_and_ir_drop]
internal_power_mw = 4.11
power_frac_seq_pct = 35.2
switching_share_pct = 37.5
p_clk_share_pct = 35.2
finalPower_mw = 6.57
ir_drop_v = 0.0000300
power_switching_mw = 2.46
p_leak_nw = 83.5
p_comb_share_pct = 29.7
powerDensity_mw_per_mm2 = 25.7

[critical_path]
cp.required_ns = 54.27
critPathTopFamily = "buffers and inverters"
critPathMaxFanout = 65
r2r_setup_slack_ns = 46.33
cp-endpoint = "DataCache.cache_ram[22][7]"
startpoint = "addr[0]"
endpoint_kind = "register"
rr_startpoint = "DataCache.cache_addr[4]"
reg2reg_depth = 15
critPathLaunchType = "input port"
worst-endpoint-arrival_ns = 20.29
path_cells = "buf_16 > buf_4 > buf_4 > buf_4 > buf_4 > buf_4 > buf_4 > buf_4 > buf_4 > mux4_2 > a211oi_1 > a21oi_1 > buf_4 > a2111oi_0 > nand4_1 > a21oi_1 > a21oi_4 > buf_4 > a221oi_1 > a31oi_1"
crit_path_frequent_cell = "buf_4"
worst-path-buf-inv = 11
crit_type = "input port to register"
worst_r2r_endpoint = "DataCache.cache_ram[1][2]"
cp.depth = 20
slowest_stage = "a21oi_1"
slowest_delay_ns = 0.79

[synth]
yosysChipArea_sq_mm = 0.234
ys.flop_type = "edfxtp_1"
syn_avg_cell_area_sq_um = 9.02
ys_cells = 25900
synth_area_sq_mm = 0.234
ys_seq_share_pct = 32.7
edf_count = 2544
yosysWarnings = 2
netlist_instances = 25900
ys.flops = 2549
ys_types = 98
async_flop_share_pct = 0

[grt]
grt_overflow_total = 0
grt_antenna_before_repair = 299
grtUsageTotal_pct = 57.4
grt_pass1_vias = 222000
grt_start_max_net_pins = 107
grt_pass1_wl_um = 2120000

[layout]
mostFrequentLayoutCell = "nand2_1"
fin_cells = 33300
syn2layout_area_growth_pct = 9.49
most-common-layout-cells = "nand2_1 (5088), o21ai_0 (4775), nand3_1 (2660)"
utilization_pct = 44.0
drive_gt1_share_pct = 18.4
design_area_sq_mm = 0.256

[clock_tree]
h-tree-depth = 5
cts_root_buffer = "clkbuf_16"
cts.reportedPaths.clkPinSlew_ns = 0.06
ctsResizeCount = 0
post_cts_buffers = 0
cts_buffers = 330
clk_latency_ns = 1.08
cts_tree = "done"
cts_sinks = 2549
clockBufferDepth = 4
cts_hold_buffers = 0

[run]
warning_count = 70
drv_cap = 0

[place]
place_congestion = 1.14
io_buffers = 97
dp_slack_ns = 33.21
placed_cell_area_sq_mm = 0.244
dpl.cell_count = 32200
hpwlAfterDp_um = 1130000

[drt]
drc = 0
firstDrtPassIters = 10
antenna_left = 0
post_drt_wl_per_cell_um = 48.6
vias_per_cell = 7.42
totalWireLength_um = 1620000
vias = 247000
drt-initial-drc-count = 34600

[min_path]
hold_class = "register to register"
[area by class of cell]
class / count / area [sq um]
clock buffers: 402 / 8660
inverters: 27 / 114
repair buffers: 1529 / 12200
diodes: 558 / 1400
flip-flops and latches: 2549 / 76500
multi-input cells: 20300 / 145000
well taps: 7755 / 9700
fillers: 54300 / 326000
clock inverters: 182 / 1880
[registers in the layout, summed over array words and instances (netlist names)]
signal and count:
DataCache.cache_addr 5, DataRAM.ram 2048, DataCache.block 240, DataCache.cache_ram 256
[worst min-delay path by stage]
stage	from	endpoint	slack, ns	cells after the start
5_1_grt	DataCache.cache_addr[4]	DataCache.cache_ram[27][4]	1.47	5
6_report	DataCache.cache_addr[4]	DataCache.cache_ram[27][4]	1.45	5
4_1_cts	DataCache.cache_addr[4]	DataCache.cache_ram[27][4]	1.39	5
[synthesized netlist by cell type, types with 43 or more instances]
cell type	n	area share, %
mux2_2	100	0.48
o211ai_1	168	0.54
a222oi_1	56	0.24
mux2i_1	901	3.9
o221ai_1	79	0.30
clkbuf_1	2084	3.3
nor4_1	58	0.16
buf_6	84	0.40
a22o_1	43	0.16
a21oi_1	1319	2.8
buf_1	284	0.46
edfxtp_1	2544	33
and3_1	50	0.13
nand2_1	5141	8.3
o21ai_0	4777	10
a211oi_1	92	0.30
mux4_2	2281	22
a221oi_1	66	0.25
buf_4	159	0.51
nand3_1	2671	5.7
o22ai_1	456	1.2
or3_1	95	0.25
a22oi_1	168	0.54
buf_2	443	0.95
nor3_1	147	0.31
nor2_1	980	1.6
[cells by family (layout without fill, tap and decap cells)]
group	after synthesis	in the layout	share of synthesized area, %
AND/OR/NAND/NOR	9368	9368	17.1
AND-OR/OR-AND	7562	7562	17.8
multiplexers	3285	3285	26.3
buffers and inverters	3082	2140	5.71
flip-flops	2549	2549	32.7
XOR/XNOR	63	63	0.239
adder cells (fa/ha/maj)	15	15	0.0803
other	0	558	0
[layer usage]
layer	part of all wire, %	global-route usage [%]
met3	19	45.2
met4	11	48.0
met5	0.43	14.8
met1	30	62.8
met2	39	70.3
[tightest hold or removal path, delay by kind of cell, from the launching register on]
family	cells	cell delay, ns
compound gates	1	0.11
simple gates	3	0.50
flops	1	0.43
xor+xnor	1	0.21
[power by group through the flow]
stage         clock network, mW  logic (mW)  registers [mW]
global route               2.36        1.92            2.31
finish                     2.31        1.95            2.31
CTS                        2.30        1.80            2.30
